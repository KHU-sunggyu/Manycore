==> flow/design.v <==
module mute_acc(clk,reset,ain1,ain2,ain3,ain4,ain5,bin1,bin2,bin3,bin4,bin5,memory_turn,
		c_out);
   input clk,reset,memory_turn;            
   input [15:0] ain1,ain2,ain3,ain4,ain5,bin1,bin2,bin3,bin4,bin5;
   output signed [31:0] c_out;
   wire signed [15:0] 	ain1,ain2,ain3,ain4,ain5,bin1,bin2,bin3,bin4,bin5;
   wire 		mode, memory_turn;
   wire signed [31:0] 	cout_img11,cout_img12,cout_img13,cout_img14,cout_img15,
	                cout_img21,cout_img22,cout_img23,cout_img24,cout_img25,
	                cout_img31,cout_img32,cout_img33,cout_img34,cout_img35,
	                cout_img41,cout_img42,cout_img43,cout_img44,cout_img45,
	                cout_img51,cout_img52,cout_img53,cout_img54,cout_img55;
   wire signed [15:0] 	ain11,ain12,ain13,ain14, ain21,ain22,ain23,ain24,
	ain31,ain32,ain33,ain34, ain41,ain42,ain43,ain44, ain51,ain52,ain53,ain54,
        bin11,bin21,bin31,bin41, bin12,bin22,bin32,bin42, bin13,bin23,bin33,bin43,
	bin14,bin24,bin34,bin44, bin15,bin25,bin35,bin45;
   reg [15:0] 		ra_11,ra_12,ra_13,ra_14,ra_21,ra_22,ra_23,ra_24,
			ra_31,ra_32,ra_33,ra_34,
			ra_41,ra_42,ra_43,ra_44,ra_51,ra_52,ra_53,ra_54,
			rb_11,rb_21,rb_31,rb_41,rb_12,rb_22,rb_32,rb_42,
			rb_13,rb_23,rb_33,rb_43,
			rb_14,rb_24,rb_34,rb_44,rb_15,rb_25,rb_35,rb_45;
   reg [64:0] 		counter;
   reg 			lock, first;
   reg signed [31:0] 	r_cout_img;
   wire 		rest_one_cycle;
   mute_convol i11(clk,reset,ain1, bin1,ain11,bin11,cout_img11,memory_turn);
   mute_convol i12(clk,reset,ra_11,bin2,ain12,bin12,cout_img12,memory_turn);
   mute_convol i13(clk,reset,ra_12,bin3,ain13,bin13,cout_img13,memory_turn);
   mute_convol i14(clk,reset,ra_13,bin4,ain14,bin14,cout_img14,memory_turn);
   mute_convol i15(clk,reset,ra_14,bin5,     ,bin15,cout_img15,memory_turn);
   mute_convol i21(clk,reset,ain2, rb_11,ain21,bin21,cout_img21,memory_turn);
   mute_convol i22(clk,reset,ra_21,rb_12,ain22,bin22,cout_img22,memory_turn);
   mute_convol i23(clk,reset,ra_22,rb_13,ain23,bin23,cout_img23,memory_turn);
   mute_convol i24(clk,reset,ra_23,rb_14,ain24,bin24,cout_img24,memory_turn);
   mute_convol i25(clk,reset,ra_24,rb_15,     ,bin25,cout_img25,memory_turn);
   mute_convol i31(clk,reset,ain3, rb_21,ain31,bin31,cout_img31,memory_turn);
   mute_convol i32(clk,reset,ra_31,rb_22,ain32,bin32,cout_img32,memory_turn);
   mute_convol i33(clk,reset,ra_32,rb_23,ain33,bin33,cout_img33,memory_turn);
   mute_convol i34(clk,reset,ra_33,rb_24,ain34,bin34,cout_img34,memory_turn);
   mute_convol i35(clk,reset,ra_34,rb_25,     ,bin35,cout_img35,memory_turn);
   mute_convol i41(clk,reset,ain4, rb_31,ain41,bin41,cout_img41,memory_turn);
   mute_convol i42(clk,reset,ra_41,rb_32,ain42,bin42,cout_img42,memory_turn);
   mute_convol i43(clk,reset,ra_42,rb_33,ain43,bin43,cout_img43,memory_turn);
   mute_convol i44(clk,reset,ra_43,rb_34,ain44,bin44,cout_img44,memory_turn);
   mute_convol i45(clk,reset,ra_44,rb_35,     ,bin45,cout_img45,memory_turn);
   mute_convol i51(clk,reset,ain5, rb_41,ain51,     ,cout_img51,memory_turn);
   mute_convol i52(clk,reset,ra_51,rb_42,ain52,     ,cout_img52,memory_turn);
   mute_convol i53(clk,reset,ra_52,rb_43,ain53,     ,cout_img53,memory_turn);
   mute_convol i54(clk,reset,ra_53,rb_44,ain54,     ,cout_img54,memory_turn);
   mute_convol i55(clk,reset,ra_54,rb_45,     ,     ,cout_img55,memory_turn);
   assign rest_one_cycle = (memory_turn==0)? 1:0;
   assign c_out = r_cout_img;
   always @ (negedge clk )
     begin
	if (reset)
	  begin
	     ra_11 <= 0;
	     ra_12 <= 0;
	     ra_13 <= 0;
	     ra_14 <= 0;
	     ra_21 <= 0;
	     ra_22 <= 0;
	     ra_23 <= 0;
	     ra_24 <= 0;
	     ra_31 <= 0;
	     ra_32 <= 0;
	     ra_33 <= 0;
	     ra_34 <= 0;         
	     ra_41 <= 0;
	     ra_42 <= 0;
	     ra_43 <= 0;
	     ra_44 <= 0;
	     ra_51 <= 0;
	     ra_52 <= 0;
	     ra_53 <= 0;
	     ra_54 <= 0;             
	     rb_11 <= 0;
	     rb_21 <= 0;
	     rb_31 <= 0;
	     rb_41 <= 0;
	     rb_12 <= 0;
	     rb_22 <= 0;
	     rb_32 <= 0;
	     rb_42 <= 0;
	     rb_13 <= 0;
	     rb_23 <= 0;
	     rb_33 <= 0;
	     rb_43 <= 0;             
	     rb_14 <= 0;
	     rb_24 <= 0;
	     rb_34 <= 0;
	     rb_44 <= 0;
	     rb_15 <= 0;
	     rb_25 <= 0;
	     rb_35 <= 0;
	     rb_45 <= 0;
	     counter <= 0;            
	     lock <= 0;
	     first <= 1;
	  end
	else
	  begin
	     if(rest_one_cycle == 1)
	       begin
		  ;
	       end
	     else                   
	       begin
		  if(lock == 0)     
		    begin
		       ra_54 = ra_53;
		       rb_45 = rb_35;
		       ra_53 = ra_52;
		       rb_44 = rb_34;
		       ra_44 = ra_43;
		       rb_35 = rb_25;
		       ra_52 = ra_51;
		       rb_43 = rb_33;
		       ra_43 = ra_42;
		       rb_34 = rb_24;
		       ra_34 = ra_33;
		       rb_25 = rb_15;
		       ra_51 = ain51;
		       rb_42 = rb_32;
		       ra_42 = ra_41;
		       rb_33 = rb_23;
		       ra_33 = ra_32;
		       rb_24 = rb_14;
		       ra_24 = ra_23;
		       rb_15 = bin15;
		       ra_41 = ain41;
		       rb_41 = rb_31;
		       ra_32 = ra_31;
		       rb_32 = rb_22;
		       ra_23 = ra_22;
		       rb_23 = rb_13;
		       ra_14 = ra_13;
		       rb_14 = bin14;
		       ra_31 = ain31;
		       rb_31 = rb_21;
		       ra_22 = ra_21;
		       rb_22 = rb_12;
		       ra_13 = ra_12;
		       rb_13 = bin13;
		       ra_21 = ain21;
		       rb_21 = rb_11;
		       ra_12 = ra_11;
		       rb_12 = bin12;
		       ra_11 = ain11;
		       rb_11 = bin11;
		    end  
		  else if (lock == 1)   
		    begin
		       ra_54 = ra_53;
		       ra_53 = ra_52;
		       ra_44 = ra_43;
		       ra_52 = ra_51;
		       ra_43 = ra_42;
		       ra_34 = ra_33;
		       ra_51 = ain51;
		       ra_42 = ra_41;
		       ra_33 = ra_32;
		       ra_24 = ra_23;
		       ra_41 = ain41;
		       ra_32 = ra_31;
		       ra_23 = ra_22;
		       ra_14 = ra_13;
		       ra_31 = ain31;
		       ra_22 = ra_21;
		       ra_13 = ra_12;
		       ra_21 = ain21;
		       ra_12 = ra_11;
		       ra_11 = ain11;
		    end
		       if(counter>10)
			 begin
			    r_cout_img = cout_img11 + cout_img12 + cout_img13 + cout_img14 + cout_img15+
					  cout_img21 + cout_img22 + cout_img23 + cout_img24 + cout_img25+
					  cout_img31 + cout_img32 + cout_img33 + cout_img34 + cout_img35+
					  cout_img41 + cout_img42 + cout_img43 + cout_img44 + cout_img45+
					  cout_img51 + cout_img52 + cout_img53 + cout_img54 + cout_img55;
			    if(r_cout_img < 0)
			      r_cout_img = 0;
			    else if(r_cout_img > 255)
			      r_cout_img = 255;
			 end
		       counter <= counter+1;
		       if(rb_41 != 0)
			 lock <= 1;
	       end  
	  end  
     end  
endmodule  
module mute_convol(clk,reset,ain,bin,aout,bout,cout_image,memory_turn);
   input clk,reset,memory_turn;                        
   input [15:0] ain,bin;                         
   output [15:0] aout,bout;                      
   output [31:0] cout_image;     
   wire signed [15:0] ain, bin;                  
   reg signed [15:0]  aout, bout;                
   reg signed [31:0]  cout_image;
   wire 	      reset_one_cycle;
   reg [16:0] 	      counter;        
   assign rest_one_cycle = (memory_turn ==0)? 1:0;
   always@ (posedge clk)
     begin
	if (reset)
	  begin
	     cout_image <= 0;
	     aout <= 0;
	     bout <= 0;
	     counter <= 0;              
	  end
	else
	  begin
	     if(rest_one_cycle == 1);
	     else
	       begin
		  #1 aout = ain;
		  bout = bin;
		  cout_image = ain*bin;        
		  counter = counter+1;
	       end  
	  end  
     end  
endmodule  
module mute_core(clk, reset, bicount, memory_turn, core_turn,row,column);
   input clk, reset, memory_turn;
   input [16:0] row,column;
   output reg core_turn;
   inout [127:0] bicount;
   wire [127:0]  out;
   wire [127:0]  in;
   wire 	 memory_turn;
   reg [127:0] 	 bi_out;
   reg [15:0] 	 counter;
   reg [8:0] 	 change_row;
   reg [8:0] 	 over;          
   reg [15:0] 	 ain1,ain2,ain3,ain4,ain5,bin1,bin2,bin3,bin4,bin5;
   wire signed [31:0] c_out;
   mute_acc i10(clk,reset,ain1,ain2,ain3,ain4,ain5,bin1,bin2,bin3,bin4,bin5,memory_turn,c_out);
   reg 		      rest_one_cycle;
   assign bicount = (memory_turn == 0)? out:128'bz;       
   assign in = (memory_turn == 1)? bicount:128'bz;
   assign out = bi_out;
   always@ (posedge clk or posedge reset)
     begin
	if (reset)
	  begin
	     bi_out <= 0;
	     counter <= 0;
	     ain1 <= 0;
	     ain2 <= 0;
	     ain3 <= 0;
	     ain4 <= 0;
	     ain5 <= 0;
	     bin1 <= 0;
	     bin2 <= 0;
	     bin3 <= 0;
	     bin4 <= 0;
	     bin5 <= 0;
	     core_turn <= 0;
	     change_row <= 0;
	     over <= 1;                
	     rest_one_cycle <= 1;
	  end
	else
	  begin		  
	     if(over != (row-3))             
	       begin
		  if(counter < 7)        
		    begin
		       bin5 = in[15:0];
		       bin4 = in[31:16];
		       bin3 = in[47:32];
		       bin2 = in[63:48];
		       bin1 = in[79:64];
		    end
		  else      
		    begin
		       if(rest_one_cycle == 1)
			 begin
			    rest_one_cycle = 0;
			 end
		       else
			 begin
			    core_turn = 0;
			    ain5 = in[15:0];
			    ain4 = in[31:16];
			    ain3 = in[47:32];
			    ain2 = in[63:48];
			    ain1 = in[79:64];
			    if(counter > 11)   
			      begin
				 core_turn = 0;
				 bi_out[127:112] = bi_out[111:96];
				 bi_out[111:96] = bi_out[95:80];
				 bi_out[95:80] = bi_out[79:64];
				 bi_out[79:64] = bi_out[63:48];
				 bi_out[63:48] = bi_out[47:32];
				 bi_out[47:32] = bi_out[31:16];
				 bi_out[31:16] = bi_out[15:0];
				 bi_out[15:0] = c_out[15:0];         
				 if(counter == 20)  
				   begin
				      core_turn = 1;  
				      counter = 11; 
				      change_row = change_row+1;					  
				      if(change_row == column/8)
					begin
					   core_turn = 1;
					   counter = 11;
					   #1 change_row = 0;      
					   over = over+1;       
					   if(over == row-2)        
					     counter = -1;        
				        end
				   end  
			      end  
			 end  
		    end  
		  counter = counter+1;
	       end  
	  end  
     end  
endmodule  
==> flow/run.sh <==
#!/bin/bash
# OpenROAD 26Q1-2900-gdf79404cd8, Yosys 0.63+post, stock flow scripts
make -C /OpenROAD-flow-scripts/flow DESIGN_CONFIG=/design/flow/config.mk WORK_HOME=/design/flow/orfs finish
==> flow/config.mk <==
export PLATFORM = sky130hd
export DESIGN_NAME = mute_core
export DESIGN_NICKNAME = mute_core
export VERILOG_FILES = /design/flow/design.v
export SDC_FILE = /design/flow/constraint.sdc
export NUM_CORES = 4
export LEC_CHECK = 1
export CORE_UTILIZATION = 30
==> flow/constraint.sdc <==
current_design mute_core

set clk_period 19.5
set clk_io_pct 0.2

create_clock -name clk0 -period $clk_period [get_ports {clk}]

set non_clock_inputs [all_inputs -no_clocks]
set_input_delay [expr $clk_period * $clk_io_pct] -clock clk0 $non_clock_inputs
set_output_delay [expr $clk_period * $clk_io_pct] -clock clk0 [all_outputs]
==> results_dict.tcl <==
# implementation run metrics
set metrics [dict create \
    async_flop_share 0.162 \
    post_cts_resized 0 \
    syn-instance-count 35388 \
    most_common_cell "inv_1" \
    synthesis.area_um2 331000 \
    gp_congestion 1.03 \
    cts_setup_buffers 0 \
    die_h_um 1050 \
    cts-buffers-inserted 231 \
    cts_buffer_depth 4 \
    ys_chip_area_um2 331000 \
    synth.yosys.num_cells 35388 \
    yosysTopAreaCell "fa_1" \
    dpl.hpwl_um 837000 \
    root_buffer "clkbuf_16" \
    error "[error] [KeplerFormal.cpp:679] Workflow failed: Iso has multiple drivers: .bicount64, bicount[64]$_DFFE_PP0P_.Q0" \
    h-tree-depth 4 \
    synth.distinct_cells 91 \
    dp_slack_ps 1630 \
    io_buffers 34 \
    syn_avg_cell_area_um2 9.36 \
    row_count 385 \
    haltStage "clock tree synthesis (4_1_cts)" \
    die_w_um 1050 \
    num_io_pins 166 \
    fp-utilization 0.301 \
    yosysWarningCount 6 \
    ys_seq_share 0.127 \
    top_cells_by_count "7872 x inv_1, 7243 x fa_1, 4736 x nand2_1" \
    numClockSinks 2006 \
    ys.flops 2006 \
    cts_hold_buf 0 \
    run_status "did not finish" \
    ys.flop_type "dfxtp_1" \
    topCellsByArea "fa_1 44%, dfxtp_1 10%, inv_1 8.9%" \
    synth-edff-count 16 \
    top_area_frac 0.438 \
]
[logic make-up after synthesis]
family | share of synthesized area
muxes | 0.0367
AOI/OAI and AO/OA | 0.0472
DFF | 0.127
and+or+nand+nor | 0.138
xor gates and xnor gates | 0.0272
adders and majority gates | 0.517
other | 0.0000113
buffers and inverters | 0.108
[metrics by stage]
| stage | hold slack, ps | cells | total power [W] | instance area [um2] |
|---|---|---|---|---|
| after global placement | 436 | 49384 | 0.00567 | 351000 |
| after floorplan | 425 | 35395 | 0.00525 | 331000 |
| after detailed placement | 445 | 49384 | 0.00569 | 351000 |
Power figures rest on the tool's default switching activity, not on a simulated workload.
